[./run.sh]
#!/bin/bash
# OpenROAD 26Q1-2900-gdf79404cd8, Yosys 0.63+post, stock flow scripts
make -C /OpenROAD-flow-scripts/flow DESIGN_CONFIG=/design/flow/config.mk WORK_HOME=/design/flow/orfs finish
[./config.mk]
export PLATFORM = sky130hd
export DESIGN_NAME = top
export DESIGN_NICKNAME = top
export VERILOG_FILES = /design/flow/design.v
export SDC_FILE = /design/flow/constraint.sdc
export NUM_CORES = 4
export LEC_CHECK = 1
export CORE_UTILIZATION = 50
[./constraint.sdc]
current_design top

set clk_period 6.4
set clk_io_pct 0.2

create_clock -name clk0 -period $clk_period [get_ports {clock}]

set non_clock_inputs [all_inputs -no_clocks]
set_input_delay [expr $clk_period * $clk_io_pct] -clock clk0 $non_clock_inputs
set_output_delay [expr $clk_period * $clk_io_pct] -clock clk0 [all_outputs]
[./design.v]
`timescale 1ns/1ps
`timescale 1ns/1ps
module top (
  input wire clock, 
  input wire start, 
  output wire [7:0] BestDist, 
  output wire [3:0] motionX, 
  output wire [3:0] motionY, 
  output wire completed,
  input wire [7:0] R, 
  input wire [7:0] S1, 
  input wire [7:0] S2,
  output wire [7:0] AddressR, 
  output wire [9:0] AddressS1, 
  output wire [9:0] AddressS2
);
  wire [15:0] S1S2mux, newDist, PEready;
  wire CompStart;
  wire [3:0] VectorX, VectorY;
  wire [127:0] Accumulate;
  wire [7:0] Rpipe;
  control ctl_u(
    .clock(clock), 
    .start(start), 
    .S1S2mux(S1S2mux), 
    .newDist(newDist), 
    .CompStart(CompStart), 
    .PEready(PEready), 
    .VectorX(VectorX), 
    .VectorY(VectorY), 
    .AddressR(AddressR), 
    .AddressS1(AddressS1), 
    .AddressS2(AddressS2), 
    .completed(completed)
  );
  PEtotal pe_u(
    .clock(clock), 
    .R(R), 
    .S1(S1), 
    .S2(S2), 
    .S1S2mux(S1S2mux), 
    .newDist(newDist), 
    .Accumulate(Accumulate)
  );
  Comparator comp_u(
    .clock(clock), 
    .CompStart(CompStart), 
    .PEout(Accumulate), 
    .PEready(PEready), 
    .vectorX(VectorX), 
    .vectorY(VectorY), 
    .BestDist(BestDist), 
    .motionX(motionX), 
    .motionY(motionY)
  );
endmodule
module PE (
  input wire clock, 
  input wire [7:0] R, S1, S2,  
  input wire S1S2mux, newDist,  
  output reg [7:0] Accumulate, Rpipe
);
  reg [7:0] AccumulateIn, difference, difference_temp;
  reg Carry;
  always @(posedge clock) Rpipe <= R;
  always @(posedge clock) Accumulate <= AccumulateIn;
  always @(*) begin 
    difference = R - (S1S2mux ? S1 : S2);
    difference_temp = -difference;
    if (difference < 0) begin
      difference = difference_temp;  
    end
    {Carry, AccumulateIn} = Accumulate + difference;
    if (Carry == 1) AccumulateIn = 8'hFF;  
    if (newDist == 1) AccumulateIn = difference;
  end
endmodule
module PEend (
  input wire clock, 
  input wire [7:0] R, S1, S2,  
  input wire S1S2mux, newDist,  
  output reg [7:0] Accumulate
);
  reg [7:0] AccumulateIn, difference, difference_temp;
  reg Carry;
  always @(posedge clock) Accumulate <= AccumulateIn;
  always @(*) begin 
    difference = R - (S1S2mux ? S1 : S2);
    difference_temp = -difference;
    if (difference < 0) begin
      difference = difference_temp;  
    end
    {Carry, AccumulateIn} = Accumulate + difference;
    if (Carry == 1) AccumulateIn = 8'hFF;  
    if (newDist == 1) AccumulateIn = difference;
  end
endmodule
module control (
  input wire clock, 
  input wire start,  
  output reg [15:0] S1S2mux, newDist, PEready,
  output reg CompStart,
  output reg [3:0] VectorX, VectorY,
  output reg [7:0] AddressR,
  output reg [9:0] AddressS1, AddressS2,
  output reg completed
);
  parameter count_complete = 16*(16*16) + 15;  
  reg [12:0] count, count_temp;
  integer i;
  reg [11:0] temp;
  always @(posedge clock) begin
    if (start == 0) count <= 12'b0;
    else if (completed == 0) count <= count_temp;
  end
  always @(*) begin
    count_temp = count + 1'b1;
    for (i = 0; i < 16; i = i + 1) begin
      newDist[i] = (count[7:0] == i);	
      PEready[i] = (newDist[i] && !(count < 256));	
      S1S2mux[i] = (count[3:0] >= i);
      CompStart = !(count < 256);
    end
    AddressR = count[7:0];
    AddressS1 = (count[11:8] + count[7:4]) * 32 + count[3:0];
    temp = count[11:0] - 16;
    AddressS2 = (temp[11:8] + temp[7:4]) * 32 + temp[3:0] + 16;
    VectorX = count[3:0] - 8; 
    VectorY = count[11:8] - 9;
    completed = (count[12:0] == count_complete);  
  end
endmodule
module Comparator (
  input wire clock, 
  input wire CompStart,  
  input wire [127:0] PEout,  
  input wire [15:0] PEready,  
  input wire [3:0] vectorX, vectorY,  
  output reg [7:0] BestDist,  
  output reg [3:0] motionX, motionY  
);
  reg [7:0] newDist;
  reg newBest;
  integer n;
  always @(posedge clock) begin
    if (CompStart == 0) BestDist <= 8'hFF;  
    else if (newBest == 1) begin
      BestDist <= newDist;
      motionX <= vectorX;
      motionY <= vectorY;
    end
  end
  always @(*) begin
    newDist = 8'hFF;
    for (n = 0; n <= 15; n = n + 1) begin
      if (PEready[n] == 1) 
        case (n) 
          4'b0000: newDist = PEout[7:0];
          4'b0001: newDist = PEout[15:8]; 
          4'b0010: newDist = PEout[23:16]; 
          4'b0011: newDist = PEout[31:24];
          4'b0100: newDist = PEout[39:32]; 
          4'b0101: newDist = PEout[47:40]; 
          4'b0110: newDist = PEout[55:48]; 
          4'b0111: newDist = PEout[63:56]; 
          4'b1000: newDist = PEout[71:64]; 
          4'b1001: newDist = PEout[79:72]; 
          4'b1010: newDist = PEout[87:80]; 
          4'b1011: newDist = PEout[95:88]; 
          4'b1100: newDist = PEout[103:96]; 
          4'b1101: newDist = PEout[111:104]; 
          4'b1110: newDist = PEout[119:112]; 
          4'b1111: newDist = PEout[127:120];
          default: newDist = 8'hFF;  
        endcase
    end
    if ((|PEready == 0) || (CompStart == 0)) newBest = 0;  
    else if (newDist < BestDist) newBest = 1;
    else newBest = 0;
  end
endmodule
module PEtotal (
  input wire clock, 
  input wire [7:0] R, S1, S2,  
  input wire [15:0] S1S2mux, newDist,  
  output wire [127:0] Accumulate
);
  wire [7:0] Rpipe0, Rpipe1, Rpipe2, Rpipe3, Rpipe4, Rpipe5, Rpipe6, Rpipe7, Rpipe8, Rpipe9, Rpipe10, Rpipe11, Rpipe12, Rpipe13, Rpipe14;
  PE pe0 (clock, R, S1, S2, S1S2mux[0], newDist[0], Accumulate[7:0], Rpipe0);
  PE pe1 (clock, Rpipe0, S1, S2, S1S2mux[1], newDist[1], Accumulate[15:8], Rpipe1);
  PE pe2 (clock, Rpipe1, S1, S2, S1S2mux[2], newDist[2], Accumulate[23:16], Rpipe2);
  PE pe3 (clock, Rpipe2, S1, S2, S1S2mux[3], newDist[3], Accumulate[31:24], Rpipe3);
  PE pe4 (clock, Rpipe3, S1, S2, S1S2mux[4], newDist[4], Accumulate[39:32], Rpipe4);
  PE pe5 (clock, Rpipe4, S1, S2, S1S2mux[5], newDist[5], Accumulate[47:40], Rpipe5);
  PE pe6 (clock, Rpipe5, S1, S2, S1S2mux[6], newDist[6], Accumulate[55:48], Rpipe6);
  PE pe7 (clock, Rpipe6, S1, S2, S1S2mux[7], newDist[7], Accumulate[63:56], Rpipe7);
  PE pe8 (clock, Rpipe7, S1, S2, S1S2mux[8], newDist[8], Accumulate[71:64], Rpipe8);
  PE pe9 (clock, Rpipe8, S1, S2, S1S2mux[9], newDist[9], Accumulate[79:72], Rpipe9);
  PE pe10 (clock, Rpipe9, S1, S2, S1S2mux[10], newDist[10], Accumulate[87:80], Rpipe10);
  PE pe11 (clock, Rpipe10, S1, S2, S1S2mux[11], newDist[11], Accumulate[95:88], Rpipe11);
  PE pe12 (clock, Rpipe11, S1, S2, S1S2mux[12], newDist[12], Accumulate[103:96], Rpipe12);
  PE pe13 (clock, Rpipe12, S1, S2, S1S2mux[13], newDist[13], Accumulate[111:104], Rpipe13);
  PE pe14 (clock, Rpipe13, S1, S2, S1S2mux[14], newDist[14], Accumulate[119:112], Rpipe14);
  PEend pe15 (clock, Rpipe14, S1, S2, S1S2mux[15], newDist[15], Accumulate[127:120]);
endmodule
module ROM_R (
  input wire clock, 
  input wire [7:0] AddressR, 
  output reg [7:0] R
);
  reg [7:0] Rmem[255:0];
  always @(*) R = Rmem[AddressR];
endmodule
module ROM_S (
  input wire clock, 
  input wire [9:0] AddressS1, AddressS2, 
  output reg [7:0] S1, S2
);
  reg [7:0] Smem[1023:0];
  always @(*) begin
    S1 = Smem[AddressS1];
    S2 = Smem[AddressS2];
  end
endmodule
==> out/qor.log <==
INFO  floorplanning  dieHeight=201µm
INFO  timing         worst-slew-pin-transition=1.05ns
INFO  pwr            pwr-share-comb=48.1%
INFO  final_layout   layout-drive-gt1-share=5.90%
INFO  logic_synthesis synth-area-yosys=19,800µm²
INFO  logic_synthesis ys_ff=277
INFO  final_layout   n_fill_cell=3,422
INFO  floorplanning  chip_area=40,500µm²
INFO  pwr            pwr-share-clk=23.5%
INFO  final_layout   seq_area=5630µm²
INFO  setup_path     cp_data_required_time=6.82ns
INFO  run            maxCapViolations=0
INFO  drt            route.vias.total=16,500
INFO  pwr            p_leak=9.70nW
INFO  global_routing grt_start_max_net_pins=30
INFO  timing         max_freq=170MHz
INFO  logic_synthesis count_of_library_flops_with_an_enable_pin=8
INFO  timing         final-max-slew-violation-count=0
INFO  pwr            power_switching_share=37.3%
INFO  logic_synthesis asyncSetResetFlopFracSynth=0%
INFO  timing         timing.slew.headroom=29.8%
INFO  timing         worst_hold_slack=0.350ns
INFO  drt            wl_per_cell=21.5µm
INFO  clock_tree     clockBufferDepth=3
INFO  clock_tree     tritoncts_clock_tree=done
INFO  drt            drt_pre_antenna_iters=6
INFO  timing         period_used_share=91.9%
INFO  timing         rsz0062_at_grt=no
INFO  logic_synthesis netlist-cell-type-count=77
INFO  pwr            irDropWorstVdd=354µV
INFO  pwr            fin_total_pwr=8.65mW
INFO  logic_synthesis postSynth.topFlopCell=sky130_fd_sc_hd__dfxtp_1
INFO  pwr            seqPwrFrac=28.4%
INFO  placed_design  gp_congestion=1.03
INFO  logic_synthesis yosys.stat.seqShare=28.4%
INFO  clock_tree     cts-hold-fix-buffers=0
INFO  floorplanning  floorplanUtilization=51.0%
INFO  drt            total_detailed_routing_wirelength=61.0mm
INFO  drt            post-route-drc-count=0
INFO  global_routing first_global_vias=16,000
INFO  placed_design  place.detailed.hpwl=47.6mm
INFO  timing         timing.clock.skew=0.0104ns
INFO  global_routing gr-total-overflow=0
INFO  logic_synthesis synth-warning-count=4
INFO  floorplanning  floorplan.io_pins=71
INFO  drt            drtAntennaViolNets=0
INFO  global_routing wire_length_of_the_first_global_routing_pass=93.5mm
INFO  clock_tree     inserted_clock_buffers=36
INFO  pwr            p_int=5.42mW
INFO  clock_tree     postCtsResizedCells=0
INFO  run            warnings=30
INFO  clock_tree     cts_num_sinks=277
INFO  drt            avgViaCountPerCell=5.81
INFO  setup_path     setup.worst_path.end_class=flip-flop
INFO  logic_synthesis cells_after_synth=2,244
INFO  clock_tree     ctsHtreeMaxLevel=2
INFO  run_status     status=complete, no violations
INFO  floorplanning  coreArea=38,900µm²
INFO  final_layout   lay_top_count=sky130_fd_sc_hd__dfxtp_1
INFO  setup_path     critPathKind=reg -> reg
INFO  logic_synthesis syn_area=19,800µm²
INFO  floorplanning  dieWidth=201µm
INFO  final_layout   largest_reg_flops=13
INFO  pwr            power.net_switching=3.23mW
INFO  final_layout   final_cell_mix=269 x sky130_fd_sc_hd__dfxtp_1, 263 x sky130_fd_sc_hd__ha_1, 205 x sky130_fd_sc_hd__nor2_1, 186 x sky130_fd_sc_hd__a21oi_1, 162 x sky130_fd_sc_hd__xnor2_1
INFO  drt            antenna_cells_inserted=0
INFO  timing         timing.setup.tns=0ns
INFO  clock_tree     worstSkewPairLatency=0.54ns
INFO  setup_path     critical_path_arrival=6.31ns
INFO  final_layout   area_added_between_synthesis_and_finish=12.0%
INFO  final_layout   registers.top_by_ff_count=ctl_u.count
INFO  placed_design  portBuffers=68
INFO  floorplanning  fp-row-count=72
INFO  timing         final-setup-viol-count=0
INFO  clock_tree     cts.clk_slew.worst_paths=0.06ns
INFO  logic_synthesis mean_syn_cell_area=8.84µm²
INFO  drt            drt-initial-drc-count=997
INFO  setup_path     cp-start-kind=flip-flop
INFO  global_routing track_usage=31.6%
INFO  clock_tree     post-cts-setup-buffers=0
INFO  timing         hold_viol_final=0
INFO  timing         finalCriticalPeriod=5.88ns
INFO  logic_synthesis yosysCellCount=2,244
INFO  setup_path     timing.critical_path.fanout_max=16
INFO  final_layout   final-comb-area=13,200µm²
INFO  pwr            power_per_unit_of_standard_cell_area=389nW/µm²
INFO  global_routing antenna_found_initial=0
INFO  min_path       timing.hold.worst.class=reg -> reg
INFO  clock_tree     ctsRootBufferMaster=sky130_fd_sc_hd__clkbuf_16
[critical path, stage by stage (launching register included)]
cell                        delay, ns
sky130_fd_sc_hd__dfxtp_1         0.76
sky130_fd_sc_hd__inv_1           0.18
sky130_fd_sc_hd__ha_1            0.49
sky130_fd_sc_hd__inv_1           0.42
sky130_fd_sc_hd__nor3_2          0.20
sky130_fd_sc_hd__a2111oi_0       0.90
sky130_fd_sc_hd__nor2_1          0.08
sky130_fd_sc_hd__a211oi_1        0.70
sky130_fd_sc_hd__a41oi_1         0.13
sky130_fd_sc_hd__ha_1            0.33
sky130_fd_sc_hd__o21a_1          0.10
sky130_fd_sc_hd__o211ai_1        0.24
sky130_fd_sc_hd__a21o_1          0.12
sky130_fd_sc_hd__o31ai_1         0.09
sky130_fd_sc_hd__nor3_4          0.59
sky130_fd_sc_hd__mux2_2          0.41
[power groups by stage]
| stage | Sequential (mW) | Combinational (mW) | Clock [mW] |
|---|---|---|---|
| 4_1_cts | 2.46 | 4.14 | 2.07 |
| 6_report | 2.45 | 4.16 | 2.03 |
| 5_1_grt | 2.49 | 4.69 | 2.14 |
[cell type report]
| type | instances | share of cell area [%] |
|---|---|---|
| clock buffer | 53 | 4.71 |
| clock inverter | 10 | 0.569 |
| inverter | 156 | 2.63 |
| multi-input combinational | 1718 | 59.4 |
| sequential | 277 | 25.3 |
| tap | 518 | 2.92 |
| timing repair buffer | 110 | 4.48 |
[stage by stage]
step | setup WS (ns) | instances | utilization, % | area, µm²
floorplan | 2.02 | 2244 | - | 19800
global placement | 0.920 | 2779 | 54.1 | 21100
detailed placement | 0.766 | 2779 | 54.1 | 21100
CTS | 0.767 | 2842 | 57.1 | 22200
global route | 0.330 | 2842 | 57.1 | 22200
finish | 0.516 | 2842 | 57.1 | 22200
[cell families (layout without fill, tap and decap cells)]
logic type / after synthesis / count (layout) / synth area share [%]
compound gates: 624 / 624 / 21.2
simple gates: 524 / 524 / 12.7
fa+ha+maj: 297 / 297 / 20.0
flops: 277 / 277 / 28.4
buf+inv: 249 / 329 / 5.13
xor+xnor: 211 / 211 / 9.32
mux: 60 / 60 / 3.17
other cells: 2 / 2 / 0.0379
[synth_stat cells, types with 14 or more instances]
| master | instances | area [µm²] |
|---|---|---|
| sky130_fd_sc_hd__o21ai_1 | 14 | 70.1 |
| sky130_fd_sc_hd__mux2_2 | 23 | 259 |
| sky130_fd_sc_hd__o22a_1 | 101 | 885 |
| sky130_fd_sc_hd__xnor2_1 | 162 | 1420 |
| sky130_fd_sc_hd__o21a_1 | 18 | 135 |
| sky130_fd_sc_hd__nor2b_1 | 71 | 444 |
| sky130_fd_sc_hd__o21bai_1 | 22 | 165 |
| sky130_fd_sc_hd__nor2_1 | 205 | 769 |
| sky130_fd_sc_hd__buf_4 | 19 | 143 |
| sky130_fd_sc_hd__a21o_1 | 62 | 465 |
| sky130_fd_sc_hd__nor3_1 | 49 | 245 |
| sky130_fd_sc_hd__xor2_1 | 49 | 429 |
| sky130_fd_sc_hd__a211oi_1 | 22 | 165 |
| sky130_fd_sc_hd__nand3_1 | 26 | 130 |
| sky130_fd_sc_hd__mux2i_1 | 37 | 370 |
| sky130_fd_sc_hd__dfxtp_1 | 269 | 5390 |
| sky130_fd_sc_hd__nand2b_1 | 17 | 106 |
| sky130_fd_sc_hd__ha_1 | 263 | 3290 |
| sky130_fd_sc_hd__a21oi_1 | 186 | 931 |
| sky130_fd_sc_hd__fa_1 | 34 | 681 |
| sky130_fd_sc_hd__o21ai_0 | 81 | 405 |
| sky130_fd_sc_hd__a21boi_0 | 18 | 135 |
| sky130_fd_sc_hd__inv_1 | 156 | 586 |
| sky130_fd_sc_hd__clkbuf_1 | 60 | 225 |
| sky130_fd_sc_hd__nand2_1 | 89 | 334 |
[path summary, 6_finish.rpt]
| check | start | depth (start not counted) | endpoint | slack, ns |
|---|---|---|---|---|
| worst max-delay path | ctl_u.count[1] | 15 | comp_u.BestDist[2] | 0.52 |
| worst min-delay path | pe_u.pe9.Rpipe[2] | 0 | pe_u.pe10.Rpipe[2] | 0.35 |
| worst max register to register | ctl_u.count[1] | 15 | comp_u.BestDist[2] | 0.52 |
| worst min register to register | pe_u.pe9.Rpipe[2] | 0 | pe_u.pe10.Rpipe[2] | 0.35 |
[routing by layer]
| layer | vias up | track usage, % | wire, µm |
|---|---|---|---|
| li1 | 8097 | - | - |
| met1 | 7696 | 44.7 | 26400 |
| met2 | 550 | 48.9 | 27200 |
| met3 | 157 | 7.16 | 4720 |
| met4 | 0 | 10.6 | 2600 |
| met5 | - | 0 | 0 |
No activity file was given, so power comes from the tool's default toggle rates.
