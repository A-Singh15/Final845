==> design.v <==
`timescale 1ns/1ps
`timescale 1ns/1ps
module accumulator (
    output reg [15:0] sum,   
    input [7:0] in,          
    input rst, clk           
);
    wire carry;
    wire [15:0] sum_in; 
    assign {carry, sum_in} = sum + in;
    always @(posedge clk) begin
        if (rst)
            sum <= 0;
        else 
            sum <= (carry) ? 16'hFFFF : sum_in;
    end
endmodule
==> run.sh <==
#!/bin/bash
# OpenROAD 26Q1-2900-gdf79404cd8, Yosys 0.63+post, stock flow scripts
make -C /OpenROAD-flow-scripts/flow DESIGN_CONFIG=/design/flow/config.mk WORK_HOME=/design/flow/orfs finish
==> config.mk <==
export PLATFORM = sky130hd
export DESIGN_NAME = accumulator
export DESIGN_NICKNAME = accumulator
export VERILOG_FILES = /design/flow/design.v
export SDC_FILE = /design/flow/constraint.sdc
export NUM_CORES = 4
export LEC_CHECK = 1
export CORE_AREA = 10 10 84 84
export DIE_AREA = 0 0 94 94
==> constraint.sdc <==
current_design accumulator

set clk_period 6.4
set clk_io_pct 0.2

create_clock -name clk0 -period $clk_period [get_ports {clk}]

set non_clock_inputs [all_inputs -no_clocks]
set_input_delay [expr $clk_period * $clk_io_pct] -clock clk0 $non_clock_inputs
set_output_delay [expr $clk_period * $clk_io_pct] -clock clk0 [all_outputs]
==> ci_impl_report.md <==
## Synthesis and layout report

| Metric | Value |
|---|---|
| Post-Syn Area | 1070 um^2 |
| Yosys cell count | 118 |
| CTS Buf Count | 3 |
| Ys async rst share | 0% |
| Largest net degree at the start of global routing | 17 |
| Arrival time worst endpoint | 3350 ps |
| Worst Setup Start Kind | input port |
| Max reg flops | 16 |
| Io pins | 26 |
| Port Buffers | 25 |
| Reg area | 320 um^2 |
| Post-route ant nets | 0 |
| Reg2Reg Depth | 7 |
| Pleak | 0.551 nW |
| Slew Limit Fails | 0 |
| Reg-to-Reg Start | sum[0] |
| Via density | 4.46 |
| Setup violators final | 0 |
| Top cells, area | dfxtp_1, ha_1, a21oi_1 |
| Met1 usage | 8.43% |
| Fraction of layout cells with a size suffix above 1 | a little under an eighth |
| Cts repair resizes | 0 |
| Final Util | 27.4% |
| # rows | 26 |
| Core ar. | 5200 um^2 |
| Cell count along the critical path | 8 |
| Largest register by flop count | sum |
| Crit path cell chain | clkdlybuf4s50_1 -> ha_1 -> fa_1 -> a211oi_2 -> o21ai_2 -> o21ai_4 -> and4_1 -> a211oi_2 |
| Logic area | a little over 700 um^2 |
| WL per Instance | 12.8 um |
| Post-synth cell types | 39 |
| Top cell type's share of synthesized area | 29.9% |
| Number of enable flip-flop cells | 0 |
| Die height | 94 um |
| Hold crit path type | reg2reg |
| Unrepaired setup endpoints after global routing | no |
| Post-Route WL | 2.72 mm |
| Drc violations | 0 |
| Total gr overflow | 0 |
| Post-route cell area | 1420 um^2 |
| Final period util | 50.7% |
| Largest regs | sum: 16 flops |
| Worst-path clk slew | 60 ps |
| Post-synth top cells | a21oi_1, dfxtp_1, ha_1, nor2_1, a21o_1 |
| GRT Max-Usage Layer | met2 |
| Area grow syn2layout | 32.8% |
| CP endpoint | sum[14] |
| Clock Sinks | 16 |
| CTS root buf | clkbuf_8 |
| Clk buf depth | 2 |
| Met3 usage | 2.99% |
| Vias in the first global route | 932 |
| Max_slew headroom | 52.7% |
| CP startpoint | in[0] |
| Vias | 945 |
| Outcome | finished clean |
| Routability cong. | 0.868 |
| Hold Buf Count CTS | 0 |
| Setup crit end kind | flop |
| Worst vdd ir | about 0.00010 V |
| Cell count after synthesis | 118 |
| Post-synth top area cell | dfxtp_1 |
| Hold Violations, Final | 0 |
| Ant diodes | 0 |
| CP delay by family, top | AND-OR/OR-AND gates |
| FP Util | a little over 20% |
| Avg Cell Area, Syn | roughly 9.1 um^2 |
| Post-CTS setup buffer count | 0 |
| CP Class | in2reg |
| Initial DRC Count | 66 |
| Buf+Inv Stages, Crit Path | 1 |
| Most common cell type on the critical path | a211oi_2 |
| Met2 global-route usage | 9.04% |
| Area of placed instances | 1380 um^2 |
| Flop-to-flop setup slack | 4280 ps |
| Register share after synthesis | 29.9% |
| TritonRoute pass-1 iters | 4 |
| Worst path max stage delay | 430 ps |
| Initial antenna violation count | 0 |
| PwrDens | 292 nW/um^2 |
| Die Footprint | 8840 um^2 |
| Log Warnings | 25 |
| Yosys stat area | 1070 um^2 |
| RR Endpoint | sum[14] |
| H-tree levels | 1 |
| Tmin final | 3250 ps |
| Max-cap violations | 0 |
| Crit-path slowest cell | fa_1 |
| Filler Cells Inserted | roughly 580 |
| Worst Tran Pin Value | between 700 and 800 ps |
| WP data required | 6500 ps |
| Final HPWL DP | 2.06 mm |
| Setup tns final | 0 ps |
| Max Fclk | 308 MHz |
| Flops & latches, synth | 16 |
| Final Skew | around 3.5 ps |
| Clock latency on the worst-skew pair | about 250 ps |
| Die X | 94 um |
| Synth top cell by count | a21oi_1 |
| CTS tree | built |
| Commonest flop | dfxtp_1 |
| Worst Hold Slack | 490 ps |
| Total track usage | approximately 6.2% |
| Worst Path Max Fanout | 9 |
| Global-route wire length before repair | 4.46 mm |
| Ys Warns | 1 |
==> area by class of cell <==
type / count / area share [%]
multi-input combinational: 93 / 49.6
timing repair buffer: 25 / 17.6
tap: 70 / 6.15
inverter: 5 / 1.32
sequential: 16 / 22.5
clock buffer: 3 / 2.90
==> through the flow <==
| stage | instances | total power, mW | worst slack [ps] |
|---|---|---|---|
| after floorplan | 118 | 0.271 | 3440 |
| after global placement | 209 | 0.344 | 2930 |
| after detailed placement | 209 | 0.343 | 2900 |
| after CTS | 212 | 0.421 | 3150 |
| after global routing | 212 | 0.453 | 3030 |
| final | 212 | 0.416 | 3150 |
==> cells in the final DEF, fill, tap and decap left out, types with 2 or more instances in the layout <==
cell type / instances
a211oi_1: 2
a211oi_2: 3
a21o_1: 6
a21oi_1: 17
a21oi_2: 3
a311oi_1: 2
and2_1: 3
and2_2: 2
and4_1: 2
clkbuf_8: 3
clkdlybuf4s50_1: 25
dfxtp_1: 16
ha_1: 8
inv_1: 5
nand2_1: 5
nand4_1: 3
nor2_1: 7
nor3_1: 5
o211a_1: 2
o211ai_1: 2
o21a_1: 2
xnor2_1: 3
xor2_1: 2
==> worst min-delay path by stage <==
| stage | to | cells after the start | startpoint |
|---|---|---|---|
| 4_1_cts | sum[15] | 2 | sum[15] |
| 5_1_grt | sum[15] | 2 | sum[15] |
| 6_report | sum[15] | 2 | sum[15] |
==> layer usage <==
metal,routed length [um],share of wire (%)
met1,1360,50
met3,274,10
met2,1070,40
met5,0,0
met4,9,0.33
==> kinds of logic after synthesis <==
group / synth area share, %
AOI/OAI and AO/OA: 34.5
adders and majority gates: 11.2
and+or+nand+nor: 16.0
DFF: 29.9
buffers and inverters: 4.32
xor gates and xnor gates: 4.08
==> power by group <==
| group | leakage [nW] | internal [mW] | switching, mW | total (mW) |
|---|---|---|---|---|
| combinational | 0.399 | 0.104 | 0.101 | 0.205 |
| sequential | 0.131 | 0.121 | 0.0144 | 0.135 |
| clock | 0.0216 | 0.0417 | 0.0340 | 0.0757 |
==> worst register-to-register path, delay by kind of cell (launching register included) <==
family	cells	cell delay, ps
AND-OR/OR-AND	4	760
adder cells (fa/ha/maj)	2	650
flip-flops	1	310
AND/OR/NAND/NOR	1	260
Power figures rest on the tool's default switching activity, not on a simulated workload.
